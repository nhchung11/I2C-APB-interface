$ cat flow/run.sh
#!/bin/bash
# OpenROAD 26Q1-2900-gdf79404cd8, Yosys 0.63+post, stock flow scripts
make -C /OpenROAD-flow-scripts/flow DESIGN_CONFIG=/design/flow/config.mk WORK_HOME=/design/flow/orfs finish
$ cat flow/constraint.sdc
current_design apb

set clk_period 2.4
set clk_io_pct 0.2

create_clock -name clk0 -period $clk_period [get_ports {pclk}]

set non_clock_inputs [all_inputs -no_clocks]
set_input_delay [expr $clk_period * $clk_io_pct] -clock clk0 $non_clock_inputs
set_output_delay [expr $clk_period * $clk_io_pct] -clock clk0 [all_outputs]
$ cat flow/config.mk
export PLATFORM = sky130hd
export DESIGN_NAME = apb
export DESIGN_NICKNAME = apb
export VERILOG_FILES = /design/flow/design.v
export SDC_FILE = /design/flow/constraint.sdc
export NUM_CORES = 4
export LEC_CHECK = 1
export CORE_AREA = 10 10 111 111
export DIE_AREA = 0 0 121 121
$ cat flow/design.v
module apb #(parameter data_size = 8)
(
        input pclk, pwrite, psel, penable, presetn,
        input [data_size-1:0] pwdata, paddr,
        input [data_size-1:0] rdata,
        input full, empty, almost_full, almost_empty,
        output logic new_data,
        output logic [data_size-1:0] prdata,
        output logic [data_size-1:0] config_reg,         
        output logic [data_size-1:0] control_reg,        
        output [data_size-1:0] wdata,
        output pready
);
logic [data_size-1:0] input_reg;         
logic [data_size-1:0] status_reg;        
logic [data_size-1:0] output_reg;        
assign pready = ~full;
assign wdata = input_reg;
always_comb begin
        if (paddr == 8'd3) prdata = status_reg;
        else prdata = output_reg;
end
always_ff @(posedge pclk or negedge presetn) begin
        if (~presetn) begin
                output_reg <= 0;
                status_reg <= 0;
        end else begin
                output_reg <= rdata;
                status_reg <= {4'b0, empty, full, almost_empty, almost_full};
        end
end
always_ff @(posedge pclk or negedge presetn) begin
    if (~presetn) begin
        input_reg       <= 8'b0;
        control_reg     <= 8'b0;
        config_reg      <= 8'b0;
        new_data        <= 1'b0;
    end
    else begin
        if (psel & penable) begin
                if (pwrite) begin
                        if (paddr == 8'd0)              config_reg      <= pwdata;
                        else if (paddr == 8'd2) begin
                                                        input_reg       <= pwdata;
                                                        new_data        <= 1'b1;
                        end
                        else if (paddr == 8'd1)         control_reg     <= pwdata;
                end
        end
        else begin
                input_reg       <= input_reg;
                control_reg     <= control_reg;
                config_reg      <= config_reg;
                new_data        <= 1'b0;
        end
    end
end
endmodule
==> qor.yml <==
final_layout:
  top_library_cells_by_usage_in_the_layout_fill_and_taps_aside: "clkdlybuf4s50_1, dfrtp_1, mux2_2"
  fin_util: 0.236
  synthToLayoutAreaGrowth_pct: 68.8
  layout-drive-gt1-share: 0.344
  dominant_logic_cell_type_in_the_layout: "clkdlybuf4s50_1"
critical_path:
  worst_setup_path_endpoint: "prdata[3]"
  timing.critical_path.max_delay_family: "buffers and inverters"
  cp_max_fo: 7
  critical_path.slowest_cell: "clkdlybuf4s50_1"
  cp.buffers_inverters: 3
  reg_to_reg_slack_setup_ns: 1.64
  critical_path.most_common_cell: "clkdlybuf4s50_1"
  critical_path.startpoint_type: "primary input"
  arrival_ns: 1.87
  worst_path_largest_cell_delay_ns: 0.48
  setup.worst_path.class: "primary input to primary output"
  crit_chain: "clkdlybuf4s50_1, nand4_1, buf_6, mux2_2, clkdlybuf4s50_1"
  timing.critical_path.required_ns: 1.92
  crit-reg2reg-launch: "config_reg[3]"
  timing.reg2reg.worst_path_depth: 1
  cp-end-kind: "primary output"
  cp_num_cells: 5
  r2r_end: "config_reg[3]"
  crit_startpoint: "paddr[1]"
yosys:
  yosysTopAreaCell: "dfrtp_1"
  syn-cell-area_sq_mm: 0.00138
  syn_avg_cell_area_sq_um: 16.8
  yosysWarnings: 1
  topCellsByArea: "dfrtp_1, mux2_2, and2_2"
  synth-seq-area-share: 0.673
  synthesis_area_per_yosys_sq_mm: 0.00138
  netlist-cell-type-count: 16
  postSynthCellCount: 82
  synth-cells-yosys: 82
  synth.top_cell.area_share: 0.673
  ys_seq_elements: 37
final_timing:
  max_freq_ghz: 0.426
  setup_tns_ns: 0
  worst_pin_slew_ns: 0.571
  period_needed_ns: 2.35
  setup_viol_count_final: 0
  final_max_slew_viol_count: 0
  setup_skew_ns: 0
  final_min_period_over_clock_period: 0.977
  setup_ws_ns: 0.0544
  grt_setup_unrepaired: "false"
  finalHoldViolCount: 0
  timing.max_slew.rel_slack: 0.619
cts:
  cts.sinks: 37
  ctsRootBufferMaster: "clkbuf_8"
  clock_tree.htree_level_count: 2
  clock_latency_late_sink_ns: 0.28
  clock_path_buffers: 2
  clk_transition_reported_paths_ns: 0.07
  clock_tree_from_tritoncts: "built"
  cts_inserted_buffers: 5
worst_hold_path:
  hold_class: "primary input to async pin"
floorplan:
  floorplan.rows: 36
  placeableCoreArea_sq_mm: 0.00986
  chip_area_sq_mm: 0.0146
  boundaryPins: 67
  die.size.y_microns: 121
  share_of_the_core_filled_by_cells_before_placement: 0.140
  fp.dieW_microns: 121
place:
  port_buffers: 66
  place_congestion: 0.706
  detailedPlacementHpwl_mm: 3.23
  detailedPlace.worstSlack_ns: -0.282
routing:
  drt_wl_total_mm: 4.16
  drtPass1Iterations: 2
  post-route-drc-count: 0
  avgRoutedWirePerCell_microns: 14.0
  antenna_diode_instance_count: 0
  via_count_of_the_routed_design: 979
  drtIter0Drc: 7
  detail_route.vias_per_cell: 3.31
  antenna_violating_nets_post_route: 0
power:
  p_leak_nw: 1.05
  pwr_density_cell_mw_per_mm2: 495
  worst_ir_drop_vdd_uv: 151
grt:
  grt.overflow.total: 0
  antenna_found_initial: 0
  grt_first_pass_wirelength_mm: 6.42
  maximum_number_of_pins_on_one_net_before_global_route_repair: 26
  global_route.usage.total: 0.0577
  vias_in_the_first_global_route: 1078
job:
  log.warning_count: 25
  timing.max_cap.violations: 0
status:
  run_status: "finished, final reports clean"
[layer usage]
metal	track usage	wire (microns)	up-vias
li1	-	-	460
met1	0.0652	1610	484
met2	0.103	2160	31
met3	0.0217	331	4
met4	0.00754	63	0
met5	0	0	-
[cells in the mapped netlist]
| master | instances |
|---|---|
| and2_2 | 4 |
| mux2_2 | 28 |
| and3_2 | 1 |
| nand3_2 | 1 |
| nand4_2 | 1 |
| nor2_1 | 1 |
| nand3_1 | 1 |
| dfrtp_1 | 37 |
| nor3_1 | 1 |
| inv_1 | 1 |
| nand4_1 | 1 |
| nand2_1 | 1 |
| and4b_1 | 1 |
| nor4_4 | 1 |
| buf_4 | 1 |
| and4_1 | 1 |
[what timing repair did]
item | 4_1_cts | 5_1_grt
gates resized | 15 | 3
cloned | 0 | 0
setup endpoints to repair | 8 | 4
setup buffers | 3 | 0
pin swaps | 3 | 2
hold buffers | 0 | 0
[how the worst min path moves through the flow]
stage                    from  cells past startpoint  slack (ns)             end
after CTS             presetn                      1        0.20  control_reg[6]
after global routing  presetn                      1        0.22  control_reg[6]
final                 presetn                      1        0.19   output_reg[0]
[stage by stage]
stage | hold slack, ns | power [mW] | std cells | cell area, sq um
floorplan | 0.184 | 0.668 | 82 | 1380
global placement | 0.487 | 0.776 | 287 | 2240
detailed placement | 0.491 | 0.777 | 287 | 2240
CTS | 0.198 | 1.18 | 296 | 2330
global route | 0.220 | 1.22 | 296 | 2320
finish | 0.186 | 1.15 | 296 | 2320
[kinds of logic after synthesis]
group	share of synthesized area
buffers and inverters	0.00818
flip-flops	0.673
multiplexers	0.229
AND/OR/NAND/NOR	0.0900
[where the power goes]
| part | internal, mW | switching, mW |
|---|---|---|
| logic | 0.0777 | 0.0352 |
| registers | 0.639 | 0.00509 |
| clock network | 0.191 | 0.201 |
| total | 0.908 | 0.242 |
[final cells by class]
| class | count | area (sq um) |
|---|---|---|
| timing repair buffer | 76 | 714 |
| clock inverter | 1 | 5.00 |
| multi-input combinational | 43 | 439 |
| clock buffer | 5 | 68.8 |
| inverter | 1 | 3.75 |
| tap | 133 | 166 |
| sequential | 37 | 926 |
| fill | 1053 | 7540 |
No activity file was given, so power comes from the tool's default toggle rates.
