==> flow/design.v <==
module BitToByteConverter 
    (
        input wire i2c_clk,       
        input wire rst_n,     
        input wire in,        
        input wire enable,    
        output reg [7:0] out   
    );
    reg [3:0]   counter;
    reg [7:0]   tmp;
    always @(posedge i2c_clk or negedge rst_n) begin
        if (!rst_n) begin
            counter <= 0;
        end
        else begin
            if(enable)
                counter <= counter + 1;
            if (counter == 7)
                counter <= 0;
        end
    end
    always @(posedge i2c_clk or negedge rst_n) begin
        if (!rst_n) begin
            tmp <= 8'b00000000;   
        end else begin
            if (enable) begin
                tmp <= {tmp[6:0], in};   
                if ((counter == 0) && (tmp != 0))
                    out <= tmp;
            end
        end
    end
endmodule
==> flow/run.sh <==
#!/bin/bash
# OpenROAD 26Q1-2900-gdf79404cd8, Yosys 0.63+post, stock flow scripts
make -C /OpenROAD-flow-scripts/flow DESIGN_CONFIG=/design/flow/config.mk WORK_HOME=/design/flow/orfs finish
==> flow/config.mk <==
export PLATFORM = sky130hd
export DESIGN_NAME = BitToByteConverter
export DESIGN_NICKNAME = BitToByteConverter
export VERILOG_FILES = /design/flow/design.v
export SDC_FILE = /design/flow/constraint.sdc
export NUM_CORES = 4
export LEC_CHECK = 1
export CORE_AREA = 10 10 84 84
export DIE_AREA = 0 0 94 94
==> flow/constraint.sdc <==
current_design BitToByteConverter

set clk_period 2.4
set clk_io_pct 0.2

create_clock -name clk0 -period $clk_period [get_ports {i2c_clk}]

set non_clock_inputs [all_inputs -no_clocks]
set_input_delay [expr $clk_period * $clk_io_pct] -clock clk0 $non_clock_inputs
set_output_delay [expr $clk_period * $clk_io_pct] -clock clk0 [all_outputs]
==> qor.log <==
INFO  layout         post_route_cell_area=1030squm
INFO  clock_tree     worst_skew_pair.late_latency=0.25ns
INFO  grt            grt_pass1_wl=2140um
INFO  timing         layout_setup_ws=0.740ns
INFO  worst_setup_path critical-path-top-delay-family=buffers and inverters
INFO  worst_setup_path critical_path.n_buffers_inverters=2
INFO  worst_setup_path slowest_delay=0.48ns
INFO  worst_setup_path timing.critical_path.to_type=flop
INFO  placement      placedInstanceArea=986squm
INFO  job            warnings=26
INFO  synth          netlist_instances=49
INFO  worst_setup_path regToRegEndpoint=out[1]
INFO  timing         fin_skew=0.00292ns
INFO  placement      detail_placement_hpwl=954um
INFO  detailed_routing vias=439
INFO  clock_tree     h-tree-depth=1
INFO  layout         drive_above_1_share=21.2%
INFO  clock_tree     cts_sinks=20
INFO  die            design.core.area=5200squm
INFO  clock_tree     cts_resized=0
INFO  detailed_routing routed_via_density=3.23
INFO  detailed_routing post-route-drc-count=0
INFO  grt            grt_antenna_before_repair=0
INFO  layout         mi_logic_area=214squm
INFO  worst_setup_path cp_cell_instances=clkdlybuf4s50_1 -> and2b_1 -> nand3_1 -> a211oi_1 -> buf_4
INFO  timing         setup_repair_after_global_routing_missed_its_margin=no
INFO  grt            first_global_vias=469
INFO  clock_tree     hold_buffers=0
INFO  timing         fmax=602MHz
INFO  clock_tree     tritoncts=yes
INFO  worst_setup_path crit_required=2.37ns
INFO  grt            grt_remaining_overflow=0
INFO  timing         period_used_share=69.2%
INFO  timing         number_of_hold_violations_in_the_final_report=0
INFO  hold_path      timing.hold.worst.class=flop to flop
INFO  power_and_ir_drop p_leak=0.395nW
INFO  layout         regArea=541squm
INFO  timing         max-slew-margin-rel=83.3%
INFO  die            row_count=26
INFO  worst_setup_path start_kind=primary input
INFO  power_and_ir_drop vdd.ir_drop.worst=0.000229V
INFO  worst_setup_path crit_start=enable
INFO  clock_tree     post_cts.repair.setup_buffers=0
INFO  timing         final_period_minus_worst_setup_slack=1.66ns
INFO  detailed_routing detail-route-antenna-nets=0
INFO  die            pin_count=12
INFO  synth          ys_types=19
INFO  synth          syn-cell-area=773squm
INFO  die            fp-utilization=14.9%
INFO  clock_tree     tritoncts.num_buffers=3
INFO  worst_setup_path worst-setup-path-type=primary input to flop
INFO  worst_setup_path reg2reg_slack=0.95ns
INFO  synth          postSynthSeqShare=69.9%
INFO  detailed_routing drt_wl_total=1240um
INFO  timing         worst-slew-pin-transition=0.249ns
INFO  layout         flow.area_growth_from_synthesis=33.3%
INFO  worst_setup_path r2r_start=counter[0]
INFO  clock_tree     clk_pin_slew=0.07ns
INFO  hold_path      min_delay_src=tmp[7]
INFO  detailed_routing num_antenna_cells=0
INFO  hold_path      whs_path_depth=0
INFO  worst_setup_path critical_path.max_fanout=8
INFO  synth          synth_stat.cells=49
INFO  worst_setup_path cp.arrival=1.63ns
INFO  worst_setup_path timing.critical_path.slowest_stage_cell=sky130_fd_sc_hd__clkdlybuf4s50_1
INFO  timing         timing.setup.tns=0ns
INFO  detailed_routing first_iter_violations=23
INFO  grt            grt_use_total=2.99%
INFO  timing         slew_viol_final=0
INFO  placement      port_buffers=11
INFO  clock_tree     cts_root_buffer=sky130_fd_sc_hd__clkbuf_8
INFO  detailed_routing detail_route.wl_per_cell=9.09um
INFO  synth          ys_area=773squm
INFO  layout         filler_cell_count=563
INFO  synth          yosys_register_bits=20
INFO  synth          yosysWarningCount=1
INFO  detailed_routing firstDrtPassIters=2
INFO  hold_path      worst_hold_path.endpoint=out[7]
INFO  job            max_cap_violations=0
INFO  run_status     status=completed
INFO  clock_tree     maximum_buffer_depth_of_the_clock_tree=2
INFO  synth          syn_area_per_cell=15.8squm
INFO  worst_setup_path worst_case_reg_to_reg_path_depth=5
INFO  die            die-width=94um
INFO  timing         final_setup_fails=0
INFO  grt            pin_count_of_the_biggest_net_entering_global_routing=14
INFO  die            floorplan.die_area=8840squm
INFO  power_and_ir_drop power_density=878nW/um^2
INFO  placement      detailedPlace.worstSlack=0.469ns
INFO  placement      routabilityCongestion=0.743
INFO  die            die.size.y=94um
[cell usage in the layout (no fill, tap or decap), types with 2 or more instances in the layout]
cell type                         Yosys  routed
sky130_fd_sc_hd__dfrtp_1             12      12
sky130_fd_sc_hd__clkdlybuf4s50_1      0      11
sky130_fd_sc_hd__mux2_2               8       8
sky130_fd_sc_hd__edfxtp_1             8       8
sky130_fd_sc_hd__inv_1                3       3
sky130_fd_sc_hd__clkbuf_8             0       3
sky130_fd_sc_hd__buf_4                1       3
sky130_fd_sc_hd__nor4_1               2       2
sky130_fd_sc_hd__o21ai_0              2       2
sky130_fd_sc_hd__ha_1                 2       2
[synth_stat cells, drive strengths merged]
cell / number / area [sq um]
o31ai: 1 / 7.51
nor3: 1 / 5.00
dfrtp: 12 / 300
mux2: 8 / 90.1
xnor2: 1 / 8.76
ha: 2 / 25.0
nor4: 2 / 12.5
nand3: 1 / 5.00
buf: 1 / 7.51
edfxtp: 8 / 240
a21o: 1 / 7.51
a22o: 1 / 8.76
nor2: 1 / 3.75
and2b: 1 / 7.51
a211oi: 1 / 7.51
and3b: 1 / 8.76
nand4: 1 / 6.26
o21ai: 2 / 10.0
inv: 3 / 11.3
[power by group]
group | switching, W | leakage (nW) | internal [W]
Sequential | 0.0000726 | 0.216 | 0.000449
Combinational | 0.0000671 | 0.156 | 0.000105
Clock | 0.0000981 | 0.0231 | 0.000114
Total | 0.000238 | 0.395 | 0.000668
[per-layer routing]
layer	global-route usage [%]	wire, um	vias to the layer above	part of all wire, %
met5	0	0	-	0
met2	4.55	510	12	41
met3	1.86	134	2	11
met4	0.380	8	0	0.65
met1	3.61	582	207	47
li1	-	-	218	-
[how the worst max path moves through the flow]
stage | to | slack [ns] | cells past startpoint
final | out[1] | 0.74 | 5
after global routing | out[7] | 0.65 | 5
after CTS | out[0] | 0.72 | 5
[state kept, by name, indices dropped and copies added (netlist names)]
| signal | flops |
|---|---|
| out | 8 |
| counter | 4 |
| tmp | 8 |
[kinds of logic after synthesis]
kind of cell	synth area share (%)
multiplexers	11.7
XOR/XNOR	1.13
flip-flops	69.9
AND/OR/NAND/NOR	6.31
buffers and inverters	2.43
adder cells (fa/ha/maj)	3.24
AND-OR/OR-AND	5.34
[layout make-up]
class	count	area share [%]
Clock buffer	3	4.00
Clock inverter	1	0.364
Inverter	3	1.09
Multi-Input combinational cell	25	20.8
Sequential cell	20	52.4
Tap cell	70	8.50
Timing Repair Buffer	14	12.9
[through the flow]
step           utilization [%]  instances  total power (W)  hold slack (ns)
6_report                  19.8        136         0.000905            0.489
5_1_grt                   19.8        136         0.000969            0.510
4_1_cts                   19.8        136         0.000918            0.490
3_5_place_dp              18.9        132         0.000704            0.474
3_3_place_gp              18.9        132         0.000688            0.465
2_1_floorplan                -         49         0.000627            0.184
No activity file was given, so power comes from the tool's default toggle rates.
